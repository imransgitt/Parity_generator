**/design/flow/config.mk**
```make
export PLATFORM = sky130hd
export DESIGN_NAME = even_parity_gen
export DESIGN_NICKNAME = even_parity_gen
export VERILOG_FILES = /design/flow/design.v
export SDC_FILE = /design/flow/constraint.sdc
export NUM_CORES = 4
export LEC_CHECK = 1
export CORE_AREA = 10 10 70 70
export DIE_AREA = 0 0 80 80
```
**/design/flow/constraint.sdc**
```tcl
current_design even_parity_gen

set clk_period 1.5
set clk_io_pct 0.2

create_clock -name clk0 -period $clk_period [get_ports {clk}]

set non_clock_inputs [all_inputs -no_clocks]
set_input_delay [expr $clk_period * $clk_io_pct] -clock clk0 $non_clock_inputs
set_output_delay [expr $clk_period * $clk_io_pct] -clock clk0 [all_outputs]
```
**/design/flow/design.v**
```verilog
module even_parity_gen(
    input clk,
    input reset,
    input i_x,               
    output reg o_parity  
);
    parameter A = 3'b000, 
              B = 3'b001, 
              C = 3'b010, 
              D = 3'b011, 
              E = 3'b100, 
              F = 3'b101, 
              G = 3'b110; 
    reg [2:0] current_state, next_state;
    always @(posedge clk or posedge reset) begin
        if (reset) begin
            current_state <= A;  
        end else begin
            current_state <= next_state;
        end
    end
    always @(*) begin
        case (current_state)
            A: begin
                if (i_x) begin
                    next_state = C;
                    o_parity = 1'bx; 
                end else begin
                    next_state = B;
                    o_parity = 1'bx; 
                end
            end
            B: begin
                if (i_x) begin
                    next_state = E;
                    o_parity = 1'bx;
                end else begin
                    next_state = D;
                    o_parity = 1'bx; 
                end
            end
            C: begin
                if (i_x) begin
                    next_state = D;
                    o_parity = 1'bx; 
                end else begin
                    next_state = E;
                    o_parity = 1'bx; 
                end
            end
            D: begin
                if (i_x) begin
                    next_state = G;
                    o_parity = 1'bx; 
                end else begin
                    next_state = F;
                    o_parity = 1'bx; 
                end
            end
            E: begin
                if (i_x) begin
                    next_state = F;
                    o_parity = 1'bx; 
                end else begin
                    next_state = G;
                    o_parity = 1'bx; 
                end
            end
            F: begin
                    next_state = A;
                    o_parity = 1'b0; 
            end
            G: begin
                    next_state = A;
                    o_parity = 1'b1; 
            end
            default: begin
                next_state = A;
                o_parity = 1'bx;
            end
        endcase
    end
endmodule
```
**/design/flow/run.sh**
```bash
#!/bin/bash
# OpenROAD 26Q1-2900-gdf79404cd8, Yosys 0.63+post, stock flow scripts
make -C /OpenROAD-flow-scripts/flow DESIGN_CONFIG=/design/flow/config.mk WORK_HOME=/design/flow/orfs finish
```
==> impl_metrics.csv <==
group,metric,value,unit
routing,ant_nets,0,
logic_synthesis,ys_area,248,um^2
pwr,ir_drop,146,uV
sta,tightest_slew,257,ps
routing,dr.pass1.iters,2,
sta,slew_violations,0,
final_layout,post-route-util,10.6,%
floorplanning,num_rows,21,
worst_setup_path,crit_slowest_cell,"clkdlybuf4s50_1",
routing,routed-via-count,132,
global_route,grt_pass1_vias,141,
routing,antennaDiodeCount,0,
final_layout,max_flop_register,"current_state",
place,dpl.hpwl,237,um
worst_setup_path,crit_family,"buffers and inverters",
routing,wl,362,um
routing,drtIter0Drc,1,
final_layout,synthToLayoutAreaGrowth,46.0,%
sta,max_freq,0.754,GHz
logic_synthesis,yosysWarnings,1,
logic_synthesis,ys.flops,7,
sta,fin_crit,1330,ps
place,place_inst,64,
place,place_congestion,0.715,
sta,final.period_utilization,88.4,%
sta,hold_viol_final,0,
routing,wl_per_cell,5.32,um
place,place_area,335,um^2
final_layout,n_fill_cell,392,
sta,fin_skew,2.67,ps
routing,viasPerCell,1.94,
final_layout,comb_area,67.6,um^2
place,pre_cts_slack,116,ps
logic_synthesis,ys_cells,15,
final_layout,fin_cells,68,
final_layout,top_regs,"current_state (7)",
global_route,grt_pass1_wl,627,um
clocking,post_cts_buffers,0,
worst_setup_path,critical_path.n_buffers_inverters,1,
pwr,p_leak,0.164,nW
run,warning_count,25,
sta,relSlewSlack,82.8,%
final_layout,final_cell_area,362,um^2
sta,tns,0,ps
logic_synthesis,postSynthSeqShare,71.2,%
clocking,htreeDepth,1,
worst_setup_path,crit_chain,"clkdlybuf4s50_1",
global_route,grt_usage,1.19,%
floorplanning,core_area,0.00342,mm^2
clocking,cts_hold_repair.buffers,0,
clocking,clock_sinks,7,
final_layout,final_cell_mix,"dfrtp_1 (6), mux2_2 (4), clkbuf_4 (3), clkdlybuf4s50_1 (3)",
worst_setup_path,cp_slowest_stage_delay,460,ps
clocking,cts-resized-gates,0,
worst_setup_path,end_kind,"primary output",
global_route,antenna_found_initial,0,
clocking,root_buffer,"clkbuf_4",
floorplanning,dieArea,0.00640,mm^2
final_layout,largest_reg_flops,7,
status,status,"finished, final reports clean",
sta,setup_viol,0,
floorplanning,initial_utilization,7.25,%
worst_setup_path,crit_type,"register to primary output",
worst_setup_path,start_kind,"register",
floorplanning,die_h,80,um
clocking,clk_pin_slew,50,ps
final_layout,layout-drive-gt1-share,50.0,%
sta,fin_ws,174,ps
logic_synthesis,synthesis.area,248,um^2
pwr,powerDensity,1020,mW/mm^2
logic_synthesis,synth_cell_type_count,7,
logic_synthesis,avgSynthCellArea,16.5,um^2
run,cap_violations,0,
worst_setup_path,critical_path_required,1200,ps
routing,drc,0,
floorplanning,ios,4,
sta,rsz0062_at_grt,"no",
floorplanning,die_x,80,um
worst_setup_path,cp_max_fo,2,
worst_setup_path,cp_data_arrival_time,1030,ps
place,numPortBuffers,3,
logic_synthesis,synthCells,15,
hold_path,worstHoldPathType,"input pin to async pin",
clocking,insertion_delay,250,ps
global_route,grt_max_degree,8,
clocking,tritoncts,"yes",
final_layout,lay_top_count,"dfrtp_1",
clocking,clockBufferDepth,2,
global_route,grt_overflow,0,
clocking,cts_made_buffers,3,
final_layout,seq_area,176,um^2
[through the flow]
| stage | total power (W) | hold WS (ps) |
|---|---|---|
| 6_report | 0.000369 | 280 |
| 5_1_grt | 0.000392 | 320 |
| 4_1_cts | 0.000381 | 274 |
| 3_5_place_dp | 0.000205 | 425 |
| 3_3_place_gp | 0.000205 | 429 |
| 2_1_floorplan | 0.000197 | 103 |
[area by class of cell]
type                    instances  share of cell area (%)
flip-flops and latches          7                    48.8
clock buffers                   4                    7.27
inverters                       1                    1.04
repair buffers                  3                    8.30
well taps                      46                    15.9
multi-input cells               7                    18.7
[path summary, 6_finish.rpt]
kind / from / to / slack (ps) / depth (start not counted)
worst max register to register: current_state[4] / current_state[6] / 750 / 1
worst min register to register: current_state[5] / current_state[0] / 430 / 1
max in group asynchronous: reset / current_state[0] / 960 / 2
worst min-delay path: reset / current_state[2] / 280 / 2
worst max-delay path: current_state[3] / o_parity / 170 / 1
min in group clk0: current_state[5] / current_state[0] / 430 / 1
[routing by layer]
layer	up-vias	track usage [%]	part of all wire (%)
li1	65	-	-
met1	61	1.48	48
met2	4	1.28	39
met3	2	1.02	9.7
met4	0	0.704	2.8
met5	-	0	0
[cell usage after synthesis, drive strengths merged]
cell type | number | share of area [%]
dfstp | 1 | 11
mux2 | 4 | 18
and2 | 1 | 3.0
and2b | 1 | 3.5
inv | 1 | 1.5
or2 | 1 | 2.5
dfrtp | 6 | 61
[cell families (layout without fill, tap and decap cells)]
logic type,after synthesis,count (layout),synth area share (%)
AND/OR/NAND/NOR,3,3,9.09
multiplexers,4,4,18.2
buffers and inverters,1,8,1.51
flip-flops,7,7,71.2
[power breakdown]
part / switching, W / leakage, nW / internal, W
sequential: 0 / 0.0942 / 0.000189
combinational: 0.00000605 / 0.0550 / 0.00000650
clock: 0.0000663 / 0.0150 / 0.000101
total: 0.0000723 / 0.164 / 0.000297
Power and IR drop assume default switching activity.
